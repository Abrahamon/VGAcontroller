$ cat flow/config.mk
export PLATFORM = sky130hd
export DESIGN_NAME = video_control
export DESIGN_NICKNAME = video_control
export VERILOG_FILES = /design/flow/design.v
export SDC_FILE = /design/flow/constraint.sdc
export NUM_CORES = 4
export LEC_CHECK = 1
export CORE_UTILIZATION = 50
$ cat flow/constraint.sdc
current_design video_control

set clk_period 2.6
set clk_io_pct 0.2

create_clock -name clk0 -period $clk_period [get_ports {clk}]

set non_clock_inputs [all_inputs -no_clocks]
set_input_delay [expr $clk_period * $clk_io_pct] -clock clk0 $non_clock_inputs
set_output_delay [expr $clk_period * $clk_io_pct] -clock clk0 [all_outputs]
$ cat flow/design.v
`timescale 1ns / 1ps
module sietesegmentos(
    input [9:0] pixel_x,
    input [9:0] pixel_y,
    input [9:0] posicion,  
	 input [3:0] digito,  
    output resultado  
    );
reg resultado_reg;
always @ (*)
begin
	case (digito)
		4'b1000: 
			if ((pixel_y>=10'b0001100100 & pixel_y<10'b0001110011 &pixel_x>posicion & pixel_x<(posicion+10'b0001001011) 
				| (pixel_x>(posicion+10'b0000111100) & pixel_x<(posicion+10'b0001001011) &  
				pixel_y>10'b0001100100 & pixel_y<=10'b100101100))| 
				pixel_y>=10'b0100011100 & pixel_y<10'b0100101101 &pixel_x>posicion & pixel_x<(posicion+10'b0001001011)  
				|(pixel_x>(posicion) & pixel_x<(posicion+10'b0000001110) &   
				pixel_y>10'b0001100100 & pixel_y<10'b100101100)|
				pixel_y>=10'b0011000001 & pixel_y<10'b0011010000 &pixel_x>posicion & pixel_x<(posicion+10'b0001001011)) 
					resultado_reg=1'b1;
			else 
					resultado_reg=1'b0;
		4'b0000:
			if ((pixel_y>=10'b0001100100 & pixel_y<10'b0001110011 &pixel_x>posicion & pixel_x<(posicion+10'b0001001011) 
				| (pixel_x>(posicion+10'b0000111100) & pixel_x<(posicion+10'b0001001011) &  
				pixel_y>10'b0001100100 & pixel_y<=10'b100101100))| 
				pixel_y>=10'b0100011100 & pixel_y<10'b0100101101 &pixel_x>posicion & pixel_x<(posicion+10'b0001001011)  
				|(pixel_x>(posicion) & pixel_x<(posicion+10'b0000001110) &   
				pixel_y>10'b0001100100 & pixel_y<10'b100101100)) 
					resultado_reg=1'b1;
			else 
					resultado_reg=1'b0;		
		4'b0001:
			if ((pixel_x>(posicion+10'b0000111100) & pixel_x<(posicion+10'b0001001011) &  
				pixel_y>10'b0001100100 & pixel_y<=10'b100101100)) 
					resultado_reg=1'b1;
			else 
					resultado_reg=1'b0;
		4'b0010:
			if (pixel_y>=10'b0001100100 & pixel_y<10'b0001110011 &pixel_x>posicion & pixel_x<(posicion+10'b0001001011)  
			| (pixel_x>(posicion+10'b0000111100) & pixel_x<(posicion+10'b0001001011) & 
				pixel_y>10'b0001100100 & pixel_y<=10'b0011001000)| 
				(pixel_y>=10'b0011000001 & pixel_y<10'b0011010000 &pixel_x>posicion & pixel_x<(posicion+10'b0001001011))| 
				(pixel_x>(posicion) & pixel_x<(posicion+10'b0000001110) &   
				pixel_y>10'b0011001000 & pixel_y<10'b100101100)|
				(pixel_y>=10'b0100011100 & pixel_y<10'b0100101101 &pixel_x>posicion & pixel_x<(posicion+10'b0001001011)))
					resultado_reg=1'b1;
			else 
					resultado_reg=1'b0;		
		4'b0011:
			if (pixel_y>=10'b0001100100 & pixel_y<10'b0001110011 &pixel_x>posicion & pixel_x<(posicion+10'b0001001011)| 
			(pixel_x>(posicion+10'b0000111100) & pixel_x<(posicion+10'b0001001011) &  
				pixel_y>10'b0001100100 & pixel_y<=10'b100101100)|
				(pixel_y>=10'b0100011100 & pixel_y<10'b0100101101 &pixel_x>posicion & pixel_x<(posicion+10'b0001001011))|
				(pixel_y>=10'b0011000001 & pixel_y<10'b0011010000 &pixel_x>posicion & pixel_x<(posicion+10'b0001001011)))
					resultado_reg=1'b1;
			else 
					resultado_reg=1'b0;
		4'b0100:
			if ((pixel_x>(posicion+10'b0000111100) & pixel_x<(posicion+10'b0001001011) &  
				pixel_y>10'b0001100100 & pixel_y<=10'b100101100)|
				(pixel_y>=10'b0011000001 & pixel_y<10'b0011010000 &pixel_x>posicion & pixel_x<(posicion+10'b0001001011))|
				(pixel_x>(posicion) & pixel_x<(posicion+10'b0000001110) &   
				pixel_y>10'b0001100100 & pixel_y<10'b0011001000)) 
					resultado_reg=1'b1;
			else 
					resultado_reg=1'b0;
		4'b0101:
			if ((pixel_y>=10'b0001100100 & pixel_y<10'b0001110011 &pixel_x>posicion & pixel_x<(posicion+10'b0001001011)|
			(pixel_x>(posicion) & pixel_x<(posicion+10'b0000001110) &   
				pixel_y>10'b0001100100 & pixel_y<10'b0011001000)|
				pixel_y>=10'b0011000001 & pixel_y<10'b0011010000 &pixel_x>posicion & pixel_x<(posicion+10'b0001001011) |
				pixel_x>(posicion+10'b0000111100) & pixel_x<(posicion+10'b0001001011) &  
				pixel_y>10'b0011001000 & pixel_y<=10'b100101100)|
				pixel_y>=10'b0100011100 & pixel_y<10'b0100101101 &pixel_x>posicion & pixel_x<(posicion+10'b0001001011))
					resultado_reg=1'b1;
			else 
					resultado_reg=1'b0;
		4'b0110:
			if ((pixel_y>=10'b0001100100 & pixel_y<10'b0001110011 &pixel_x>posicion & pixel_x<(posicion+10'b0001001011)|
			(pixel_x>(posicion) & pixel_x<(posicion+10'b0000001110) &   
				pixel_y>10'b0001100100 & pixel_y<10'b0100101100)|
				pixel_y>=10'b0011000001 & pixel_y<10'b0011010000 &pixel_x>posicion & pixel_x<(posicion+10'b0001001011) |
				pixel_x>(posicion+10'b0000111100) & pixel_x<(posicion+10'b0001001011) &  
				pixel_y>10'b0011001000 & pixel_y<=10'b100101100)|
				pixel_y>=10'b0100011100 & pixel_y<10'b0100101101 &pixel_x>posicion & pixel_x<(posicion+10'b0001001011))
					resultado_reg=1'b1;
			else 
					resultado_reg=1'b0;
		4'b0111:
			if ((pixel_x>(posicion+10'b0000111100) & pixel_x<(posicion+10'b0001001011) &  
				pixel_y>10'b0001100100 & pixel_y<=10'b100101100)|
				(pixel_y>=10'b0001100100 & pixel_y<10'b0001110011 &pixel_x>posicion & pixel_x<(posicion+10'b0001001011))) 
					resultado_reg=1'b1;
			else 
					resultado_reg=1'b0;	
		4'b1001: 
			if ((pixel_y>=10'b0001100100 & pixel_y<10'b0001110011 &pixel_x>posicion & pixel_x<(posicion+10'b0001001011) 
				| (pixel_x>(posicion+10'b0000111100) & pixel_x<(posicion+10'b0001001011) &  
				pixel_y>10'b0001100100 & pixel_y<=10'b100101100))| 
				(pixel_x>(posicion) & pixel_x<(posicion+10'b0000001110) &   
				pixel_y>10'b0001100100 & pixel_y<10'b0011001000)|
				pixel_y>=10'b0011000001 & pixel_y<10'b0011010000 &pixel_x>posicion & pixel_x<(posicion+10'b0001001011)) 
					resultado_reg=1'b1;
			else 
					resultado_reg=1'b0;
		4'b1010:  
			if ((pixel_x>posicion & pixel_x<(posicion+10'b0000001000))&((pixel_y>10'b0010111110 &pixel_y<10'b0011001010)|
			(pixel_y>10'b0011010010 &pixel_y<10'b0011011110)))   
					resultado_reg=1'b1;
			else 
					resultado_reg=1'b0;
	endcase 
end 
assign resultado=resultado_reg;
endmodule
`timescale 1ns / 1ps
module vga_sync(
  input wire clk,
    output wire hsync, vsync, video_on,  
    output wire [9:0] pixel_x, pixel_y
   );
   localparam HD = 640;  
   localparam HF = 48 ;  
   localparam HB = 16 ;  
   localparam HR = 96 ;  
   localparam VD = 480;  
   localparam VF = 10;   
   localparam VB = 33;   
   localparam VR = 2;    
   reg [9:0] h_count_reg, h_count_next;
   reg [9:0] v_count_reg, v_count_next;
   reg v_sync_reg, h_sync_reg;
   wire v_sync_next, h_sync_next;
   wire h_end, v_end; 
   always @(posedge clk)
         begin
            v_count_reg <= v_count_next;
            h_count_reg <= h_count_next;
            v_sync_reg <= v_sync_next;
            h_sync_reg <= h_sync_next;
         end
  reg[1:0] count;
  always@(posedge clk) count <= count + 2'd1;
  wire en4 = (count[1:0] == 2'b11);
   assign h_end = (h_count_reg==(HD+HF+HB+HR-1));
   assign v_end = (v_count_reg==(VD+VF+VB+VR-1));
   always @*
      if (en4)   
         if (h_end)
            h_count_next = 10'd0;
         else
            h_count_next = h_count_reg + 10'd1;
      else
         h_count_next = h_count_reg;
   always @*
      if (en4 & h_end)
         if (v_end)
            v_count_next = 10'd0;
         else
            v_count_next = v_count_reg + 10'd1;
      else
         v_count_next = v_count_reg;
   assign h_sync_next = (h_count_reg>=(HD+HB) &&
                         h_count_reg<=(HD+HB+HR-1));
   assign v_sync_next = (v_count_reg>=(VD+VB) &&
                         v_count_reg<=(VD+VB+VR-1));
   assign video_on = (h_count_reg<HD) && (v_count_reg<VD);
   assign hsync = h_sync_reg;
   assign vsync = v_sync_reg;
   assign pixel_x = h_count_reg;
   assign pixel_y = v_count_reg;
endmodule
`timescale 1ns / 1ps
module video_control(
    input clk, 
	 input [15:0] numeros,
    output hsync, vsync,
    output [7:0] rgb
   );
wire [9:0] pixel_x;
wire [9:0] pixel_y;
wire video_on;
wire digito1,digito2,digito3,digito4,division;
reg [7:0] rgb_reg;
wire [2:0] rgb_next ;
reg bandera1=1'b1;
localparam posicion1 = 10'd15;  
localparam posicion2 = 10'd110 ;  
localparam posicion3 = 10'd230 ;  
localparam posicion4 = 10'd320 ;  
localparam dospuntos = 10'd210;
vga_sync instance_name (
    .clk(clk), 
    .hsync(hsync), 
    .vsync(vsync), 
    .video_on(video_on), 
    .pixel_x(pixel_x), 
    .pixel_y(pixel_y)
    );
sietesegmentos deco1 (
    .pixel_x(pixel_x), 
    .pixel_y(pixel_y), 
    .posicion(posicion1), 
    .digito(numeros[3:0]), 
    .resultado(digito1)
    );
sietesegmentos deco2 (
    .pixel_x(pixel_x), 
    .pixel_y(pixel_y), 
    .posicion(posicion2), 
    .digito(numeros[7:4]), 
    .resultado(digito2)
    );
sietesegmentos deco3 (
    .pixel_x(pixel_x), 
    .pixel_y(pixel_y), 
    .posicion(posicion3), 
    .digito(numeros[11:8]), 
    .resultado(digito3)
    );
sietesegmentos deco4 (
    .pixel_x(pixel_x), 
    .pixel_y(pixel_y), 
    .posicion(posicion4), 
    .digito(numeros[15:12]), 
    .resultado(digito4)
    );
sietesegmentos deco5 (
    .pixel_x(pixel_x), 
    .pixel_y(pixel_y), 
    .posicion(dospuntos), 
    .digito(4'b1010), 
    .resultado(division)
    );
always @(posedge clk)
	begin 
	if (video_on && pixel_x <10'b0011100000? && pixel_y < 10'b1011000000)
		begin
			if (  digito1 | digito2 | digito3 | digito4 |division)
				begin
					rgb_reg=8'b11000000; 
				end
			else 
				rgb_reg=8'b00000000; 
		end 
	else
		rgb_reg=8'b00000000; 
	end 
assign rgb = rgb_reg;
endmodule
$ cat flow/run.sh
#!/bin/bash
# OpenROAD 26Q1-2900-gdf79404cd8, Yosys 0.63+post, stock flow scripts
make -C /OpenROAD-flow-scripts/flow DESIGN_CONFIG=/design/flow/config.mk WORK_HOME=/design/flow/orfs finish
==> out/metrics.cfg <==
[routing]
num_antenna_cells=0
drc=0
wl_um=8760
vias_per_cell=6.49
dr.pass1.iters=5
detail-route-antenna-nets=0
num_vias=3350
wl_per_cell_um=17.0
drtIter0Drc=257

[power]
p_int_w=0.000593
comb_power_share_pct=15.4
seqPwrFrac_pct=55.5
p_per_area_nw_per_um2=220
switchingPower_w=0.000186
ir_drop_mv=0.200
clkPwrFrac_pct=29.1
switching_share_pct=23.9
p_leak_nw=1.32

[min_path]
hp-start=instance_name.count[0]
worstHoldPathCells=1
hold_path.class=register to register
hold_end=instance_name.count[0]

[global_route]
grt_pass1_vias=3005
grt_max_degree=20
antenna_found_initial=0
overflow=0
grt_util_all_layers_pct=26.9
grt_pass1_wl_um=15000

[final_timing]
worstMarginPinSlew_ns=0.784
rsz0062_at_grt=no
period_needed_ns=2.38
fin_setup_tns_ns=0
layout_setup_ws_ns=0.219
max-slew-margin-rel_pct=47.8
skew_ns=0.00546
unclocked_pins=4
setup_violations=0
fmax_mhz=420
period_used_pct=91.6
slew_viol_final=0
hold_violations=0
untimed_endpoints=4

[setup_path]
r2r-end=rgb_reg[6]
critPathKind=register to register
cp_cell_sequence=maj3_1 > a2111oi_0 > o211ai_1 > or3_1 > a21oi_1
reg2reg_slack_ns=0.22
end_kind=register
cpMaxStageDelayCell=a2111oi_0
critical_path.top_delay_family=AND-OR/OR-AND gates
cp_data_required_time_ns=2.80
r2r_start=instance_name.v_count_reg[1]
cp_slowest_stage_delay_ns=0.58
crit_buf_inv=0
crit_arrival_ns=2.58
rr_worst_depth=5
crit_path_start_kind=register
worstPathMaxFanout=6

[cts]
cts_max_level=1
cts.clk_slew.worst_paths_ns=0.09
holdBufCountCts=0
cts_resized=0
cts_buffers=3
cts_tree=yes
post_cts_buffers=0
cts_buffer_depth=2
insertion_delay_ns=0.27
cts-root-buf=clkbuf_8

[layout]
drive_above_1_share_pct=6.15
final-comb-area_um2=2260
n_fill_cell=595
regArea_um2=761
syn_to_final_growth_pct=7.76

[floorplanning]
chipWidth_um=83.1
ios=27
die_area_um2=6910
die_y_um=83.1
initCoreUtil_pct=51.8
fp.coreArea_um2=6350
rows=29

[synth]
ys_ff=29
synth_chip_area_um2=3290
synth.distinct_cells=81
edf_count=20
syn_inst=437
syn_area_um2=3290
synthArstFlopShare_pct=0
synth_area_per_cell_um2=7.53
yosys_most_used_dff=edfxtp_1
ys_cells=437
synth_warnings=4

[placement]
port-buffer-count=20
post-place-ws_ns=0.214
hpwlAfterDp_um=6650
routabilityCongestion=0.942

[status]
outcome=completed

[flow_run]
tool_warnings=31
max-cap-violations=0

[power by group through the flow]
stage / sequential, W / clock [W] / combinational, W
final: 0.000432 / 0.000227 / 0.000120
after CTS: 0.000432 / 0.000239 / 0.000118
after global routing: 0.000433 / 0.000258 / 0.000135
[synth_stat cells, drive strengths merged (5+ instances only)]
| library cell | count | share of area (%) |
|---|---|---|
| o21ai | 23 | 3.5 |
| nor2 | 49 | 5.6 |
| a22oi | 5 | 1.1 |
| nand4 | 8 | 1.5 |
| nor2b | 15 | 2.9 |
| a2111oi | 5 | 1.5 |
| o211ai | 5 | 1.1 |
| o2111ai | 5 | 1.3 |
| ha | 7 | 2.7 |
| inv | 22 | 2.5 |
| nor3 | 9 | 1.5 |
| nor4b | 5 | 1.5 |
| dfxtp | 5 | 3.0 |
| a31oi | 8 | 1.5 |
| a211oi | 7 | 1.6 |
| and3 | 6 | 1.1 |
| nand3 | 20 | 3.0 |
| a21oi | 24 | 3.7 |
| nand2 | 32 | 3.7 |
| a221oi | 11 | 3.1 |
| nand2b | 7 | 1.3 |
| buf | 24 | 4.4 |
| and2 | 5 | 0.95 |
| edfxtp | 20 | 18 |
| clkbuf | 16 | 1.8 |
| xnor2 | 10 | 2.7 |
[layout make-up]
type | instances | area share [%]
timing repair buffer | 33 | 8.40
tap | 77 | 2.72
clock buffer | 3 | 1.16
sequential | 29 | 21.5
inverter | 22 | 2.33
multi-input combinational | 351 | 63.8
clock inverter | 1 | 0.141
[through the flow]
stage	instances	instance area [µm²]	hold slack [ns]	power (W)	utilization, %
3_5_place_dp	512	3500	0.370	0.000559	55.1
4_1_cts	516	3540	0.391	0.000789	55.8
3_3_place_gp	512	3500	0.364	0.000560	55.1
6_report	516	3540	0.387	0.000779	55.8
5_1_grt	516	3540	0.427	0.000825	55.8
2_1_floorplan	442	3310	0.357	0.000518	-
[cell families (layout without fill, tap and decap cells)]
kind of cell	count (synthesis)	count (layout)	share of synthesized area [%]
AND/OR/NAND/NOR	181	181	29.5
AND-OR/OR-AND	140	140	31.2
buffers and inverters	62	59	8.71
flip-flops	25	25	21.3
XOR/XNOR	14	14	3.73
adder cells (fa/ha/maj)	8	8	2.97
latches	4	4	1.83
multiplexers	2	2	0.647
other	1	6	0.114
[cell usage in the layout (no fill, tap or decap), types with 5 or more instances in the layout]
cell type,netlist,routed
nor2_1,49,49
nand2_1,32,32
a21oi_1,24,24
inv_1,22,22
nand3_1,20,20
o21ai_0,20,20
clkdlybuf4s50_1,0,20
edfxtp_1,20,20
nor2b_1,15,15
buf_4,7,13
a221oi_1,10,10
xnor2_1,10,10
a31oi_1,8,8
nand4_1,8,8
nor3_1,8,8
a211oi_1,7,7
nand2b_1,7,7
ha_1,7,7
and3_1,6,6
conb_1,1,6
o211ai_1,5,5
and2_1,5,5
o2111ai_1,5,5
a22oi_1,5,5
dfxtp_1,5,5
[routing by layer]
| metal | GRT usage [%] | part of all wire [%] | vias up |
|---|---|---|---|
| li1 | - | - | 1662 |
| met1 | 42.8 | 47 | 1523 |
| met2 | 39.6 | 43 | 149 |
| met3 | 4.64 | 7.9 | 16 |
| met4 | 5.33 | 2.2 | 0 |
| met5 | 0 | 0 | - |
[how the worst max path moves through the flow]
stage                                        start          to  cells after the start
after CTS             instance_name.v_count_reg[1]  rgb_reg[6]                      5
after global routing  instance_name.v_count_reg[1]  rgb_reg[6]                      5
final                 instance_name.v_count_reg[1]  rgb_reg[6]                      5
Power is estimated from default activity; no workload was simulated.
