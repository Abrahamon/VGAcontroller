==> design/flow/run.sh <==
#!/bin/bash
# OpenROAD 26Q1-2900-gdf79404cd8, Yosys 0.63+post, stock flow scripts
make -C /OpenROAD-flow-scripts/flow DESIGN_CONFIG=/design/flow/config.mk WORK_HOME=/design/flow/orfs finish
==> design/flow/config.mk <==
export PLATFORM = sky130hd
export DESIGN_NAME = timer
export DESIGN_NICKNAME = timer
export VERILOG_FILES = /design/flow/design.v
export SDC_FILE = /design/flow/constraint.sdc
export NUM_CORES = 4
export LEC_CHECK = 1
export CORE_AREA = 10 10 113 113
export DIE_AREA = 0 0 123 123
==> design/flow/constraint.sdc <==
current_design timer

set clk_period 2.5
set clk_io_pct 0.2

create_clock -name clk0 -period $clk_period [get_ports {i_clk_segs}]

set non_clock_inputs [all_inputs -no_clocks]
set_input_delay [expr $clk_period * $clk_io_pct] -clock clk0 $non_clock_inputs
set_output_delay [expr $clk_period * $clk_io_pct] -clock clk0 [all_outputs]
==> design/flow/design.v <==
`timescale 1ns / 1ps
module timer(
	input wire i_clk_segs,
	input wire i_run,
	input wire [1:0] i_choose,
	input wire BU,
	input wire BD,
	output wire [3:0] o_mins0,
	output wire [3:0] o_mins1,
	output wire [3:0] o_segs0,
	output wire [3:0] o_segs1
    );
reg [3:0] reg_mins1 = 4'd0;
reg [3:0] reg_mins0 = 4'd0;
reg [3:0] reg_segs1 = 4'd9;
reg [3:0] reg_segs0 = 4'd0;
reg flagU =1'd0;
reg flagD =1'd0;
reg flag_need_add=1'd0;
reg flag_need_sub=1'd0;
always@(*)begin 
	if(i_run==1'd0) begin
		if(BU) begin
			flagU<=1'b1; 
		end else if (flag_need_add==1'd0) begin 
			flagU<=1'd0;
		end
	end
end
always@(*)begin 
	if(i_run==1'd0) begin
		if(BD) begin
			flagD<=1'b1; 
		end else if (flag_need_sub==1'd0) begin 
			flagD<=1'd0;
		end
	end
end
always@(posedge i_clk_segs) begin
		if(i_run) begin 
			if(reg_segs0==4'd0) begin
				if(reg_segs1==4'd0)begin
					if(reg_mins0==4'd0) begin
						if(reg_mins1==4'b0)begin
						end else begin
							reg_mins1<=reg_mins1-4'b1;
							reg_mins0<=4'd9;
							reg_segs1<=4'd5;
							reg_segs0<=4'd9;
						end
					end else begin
						reg_segs0<=4'd5;
						reg_segs1<=4'd9;
						reg_mins0<=reg_mins0-4'd1;
					end
				end else begin 
					reg_segs0<=4'd9;
					reg_segs1<=reg_segs1-4'd1;
				end
			end else begin
				reg_segs0<=reg_segs0-4'd1;
			end
		end else if (i_run==1'd0 && flagU==1'd1) begin
			flag_need_add<=0;
			if(i_choose==2'b00) begin
				reg_segs0<=reg_segs0+4'd1;
			end else if (i_choose==2'b01) begin
				reg_segs1<=reg_segs1+4'd1;
			end else if (i_choose==2'b10) begin
				reg_mins0<=reg_mins0+4'd1;
			end else begin
				reg_mins1<=reg_mins1+4'd1;
			end
		end else if (i_run==1'd0 && flagD==1'd1) begin
			flag_need_sub<=0;
			if(i_choose==2'b00)begin
				reg_segs0<=reg_segs0-4'd1;
			end else if (i_choose==2'b01) begin
				reg_segs1<=reg_segs0-4'd1;
			end else if (i_choose==2'b10) begin
				reg_mins0<=reg_mins0-4'd1;
			end else begin  
				reg_mins1<=reg_mins1-4'd1;
			end
		end
end
assign o_segs0 = reg_segs0;
assign o_segs1 = reg_segs1;
assign o_mins0 = reg_mins0;
assign o_mins1 = reg_mins1;
endmodule
==> results_slide.txt <==
Implementation Results

Status
  • Outcome: completed

STA
  • Worst Skew: between 2 and 2.5 ps
  • Least-Margin Pin Slew: 631 ps
  • RSZ-0062 raised after global routing: false
  • Slew margin rel.: 0.579
  • Cycle use final: 0.867
  • Final setup vio count: 0
  • Min Tclk post-route: ~2200 ps
  • Register pins left without a clock: 2
  • Final TNS setup: 0 ps
  • Slew Limit Fails: 0
  • Fin. Hold Viols: 0
  • Endpoints left unconstrained: 2
  • Achievable Freq: between 400 and 500 MHz

Cells and area
  • Fin util: 0.171
  • Share of cells above drive strength 1: 0.112
  • Post-route insts no fill: between 200 and 300
  • Register area: 510 um2
  • FILL cells: approximately 1100
  • Area growth syn-to-layout: 33.6%
  • Logic area: 743 um2
  • Finished Cell Area: 0.00177 mm2

Min path
  • Worst hold path class: register to register

Power and ir drop
  • Clock Power Share: 0.266
  • Switch share: 0.278
  • Maximum vdd drop: around 0.11 mV
  • Internal power: 552 uW
  • Net switching power: 213 uW
  • Leak: 0.649 nW
  • Logic pwr share: 0.262
  • Reg power frac: 0.472
  • Power Density: 432 mW/mm2

CTS
  • Clk latency of the worst-skew pair: 250 ps
  • H-tree Lvls: 1
  • Worst-path clk slew: about 70 ps
  • CTS Hold Bufs: 0
  • CTS Buffer Depth: 2
  • CTS tree: done
  • Post-CTS sizing: 0
  • CTS root buffer: clkbuf_8
  • Post-CTS Setup Bufs: 0
  • Inserted Clock Buffers: 3

Detailed routing
  • Vias/cell: 3.62
  • Vias: 1074
  • # DRC: 0
  • ANT cells: 0
  • Drt first pass iters: 6
  • ANT nets after route: 0
  • Initial DRC count: between 80 and 90
  • Routed WL per cell: 11.3 um
  • Drt total wl: about 3.4 mm

Critical path
  • CP Data Arrival Time: between 2000 and 2500 ps
  • Crit Path Category: register to register
  • Critical Path Sink Type: register
  • Crit path required time: approximately 2400 ps
  • Critical Path Start Type: register
  • Largest fanout on the critical path: 7

Global route
  • Largest net degree at the start of global routing: 20
  • Vias in the first global route: approximately 970
  • Total grt overflow: 0
  • First-pass GRT wire length: 5.13 mm
  • Initial antenna violation count: 0
  • GR Util All Layers: 0.0425

Floorplan
  • Core Area: 0.0103 mm2
  • DIE WIDTH: 123 um
  • Floorplan core density: 0.128
  • Die Y: 123 um
  • Site row count: 37
  • Die area: 0.0151 mm2
  • Ports: 22

Logic synthesis
  • Chip Area, Yosys: 0.00132 mm2
  • Top cell type's share of synthesized area: 0.363
  • Synth top area cells: edfxtp_1, ha_1, mux2i_1
  • Largest area contributor in the netlist: edfxtp_1
  • Synth Register Bits: 18
  • Yosys warns: 1
  • Mapped Avg Cell Area: 9.88 um2
  • Synthesized cell area: 0.00132 mm2
  • Mapped Cells: ~130
  • Post-synthesis cell type count: 42
  • Yosys cell count: approximately 130

Run
  • Tool warning count: 31
  • Total of max-cap violations: 0

Place
  • GP Congestion: 0.858
  • Post-DP HPWL: 2.61 mm
  • Port Buf Inserts: 21
  • DP Cell Count: 293
  • DP Area: 0.00172 mm2
[Yosys cell counts]
cell type  instances
buf_6              1
nand3_1            2
and3_1             1
ha_1              10
xor2_1             5
nor2b_1            5
buf_2              2
edfxtp_1          16
nor2_1             9
o22a_2             1
nand2_1            6
nor3_1             4
o21ai_0            8
a22o_1             1
mux2_2             1
a21oi_1            9
o21ba_2            2
xnor2_1            5
nand3b_1           2
a21boi_0           1
mux2_4             1
a221oi_1           1
nor4_1             1
o21a_1             1
and4b_1            1
o211ai_1           3
o21bai_1           1
nand4b_1           1
dlxtn_1            2
nand4_1            1
nor3_2             1
nor3b_2            1
a222oi_1           1
inv_1             12
a21o_1             1
nor3b_1            2
or3b_4             2
a31oi_1            2
clkbuf_1           1
o31ai_1            1
mux2i_1            5
o41ai_1            1
[sequential cells by signal, summed over array words and instances, names as in the netlist]
name       flops
reg_segs1      4
reg_segs0      4
flagU          1
reg_mins0      4
flagD          1
reg_mins1      4
[cells in the final DEF, fill, tap and decap left out, types with 2 or more instances in the layout]
master,Yosys,routed
xnor2_1,5,5
a21oi_1,9,9
a31oi_1,2,2
xor2_1,5,5
inv_1,12,12
o21ba_2,2,2
nand3b_1,2,2
nor2_1,9,9
nor3_1,4,4
edfxtp_1,16,16
o21ai_0,8,8
nand2_1,6,6
mux2i_1,5,5
o211ai_1,3,3
or3b_4,2,2
buf_4,0,6
nor3b_1,2,2
clkdlybuf4s50_1,0,21
nand3_1,2,2
dlxtn_1,2,2
nor2b_1,5,5
clkbuf_8,0,3
ha_1,10,10
[final timing paths]
path | endpoint | slack, ps | cells after the start | start
max | reg_mins0[1] | 330 | 5 | reg_segs1[0]
min reg2reg | reg_mins1[3] | 660 | 1 | reg_mins1[3]
min | reg_mins1[3] | 660 | 1 | reg_mins1[3]
max reg2reg | reg_mins0[1] | 330 | 5 | reg_segs1[0]
[power by group through the flow]
stage | Clock [mW] | Sequential [mW] | Combinational (mW)
4_1_cts | 0.208 | 0.362 | 0.204
5_1_grt | 0.225 | 0.367 | 0.224
6_report | 0.204 | 0.361 | 0.200
[area by class of cell]
class                           count  share of cell area
Clock buffer                        3              0.0233
Clock inverter                      1             0.00212
Inverter                           12              0.0255
Multi-Input combinational cell    100               0.420
Sequential cell                    18               0.289
Tap cell                          136              0.0962
Timing Repair Buffer               27               0.144
[metal layers]
layer / wire length (um) / vias to the layer above / GRT usage / part of all wire
met5: 0 / - / 0 / 0
met1: 1450 / 506 / 0.0537 / 0.43
met2: 1600 / 24 / 0.0679 / 0.47
li1: - / 542 / - / -
met4: 21 / 0 / 0.00437 / 0.0063
met3: 298 / 2 / 0.0194 / 0.089
[stage by stage]
stage / hold WS [ps] / power, mW / setup WS (ps)
floorplan: 571 / 0.479 / 560
global placement: 640 / 0.568 / 271
detailed placement: 653 / 0.570 / 205
CTS: 666 / 0.774 / 319
global route: 692 / 0.816 / 195
finish: 663 / 0.765 / 332
[worst max-delay path, stage by stage (launching register included)]
cell and delay, ps:
edfxtp_1 490, inv_1 120, ha_1 220, or3b_4 430, o22a_2 240, a21oi_1 320
[kinds of logic (layout without fill, tap and decap cells)]
| group | Yosys count | in the layout | share of synthesized area |
|---|---|---|---|
| DFF | 16 | 16 | 0.363 |
| adders and majority gates | 10 | 10 | 0.0945 |
| muxes | 7 | 7 | 0.0577 |
| AOI/OAI and AO/OA | 34 | 34 | 0.169 |
| and+or+nand+nor | 39 | 39 | 0.174 |
| xor gates and xnor gates | 10 | 10 | 0.0662 |
| latches | 2 | 2 | 0.0227 |
| buffers and inverters | 16 | 43 | 0.0529 |
Power and IR drop assume default switching activity.
