### design/flow/config.mk
export PLATFORM = sky130hd
export DESIGN_NAME = fsm_timer
export DESIGN_NICKNAME = fsm_timer
export VERILOG_FILES = /design/flow/design.v
export SDC_FILE = /design/flow/constraint.sdc
export NUM_CORES = 4
export LEC_CHECK = 1
export CORE_AREA = 10 10 70 70
export DIE_AREA = 0 0 80 80
### design/flow/constraint.sdc
current_design fsm_timer

set clk_period 1.9
set clk_io_pct 0.2

create_clock -name clk0 -period $clk_period [get_ports {clk}]

set non_clock_inputs [all_inputs -no_clocks]
set_input_delay [expr $clk_period * $clk_io_pct] -clock clk0 $non_clock_inputs
set_output_delay [expr $clk_period * $clk_io_pct] -clock clk0 [all_outputs]
### design/flow/design.v
`timescale 1ns / 1ps
module fsm_timer(
	 input wire clk, reset, i_B_U, i_B_D, i_B_L, i_B_R, i_B_C,
	 input wire [3:0] i_mins0,
	 input wire [3:0] i_mins1,
	 input wire [3:0] i_segs0,
	 input wire [3:0] i_segs1,
	 output wire [7:0] o_color,
	 output wire o_run,
	 output wire [1:0] o_choose
);
localparam [3:0] STATE_Initial = 4'd0,  
	STATE_1 = 4'd1,							 
	STATE_2 = 4'd2,							 
	STATE_3 = 4'd3,							 
	STATE_4 = 4'd4,							 
	STATE_5 = 4'd5,							 
	STATE_6 = 4'd6,							 
	STATE_7 = 4'd7,
	STATE_8 = 4'd8;
reg [3:0] current_state = STATE_Initial;
reg [3:0] next_state = STATE_Initial;
reg reg_o_run = 1'd0;
reg [1:0] reg_o_choose = 2'd0;
reg [7:0] reg_o_color=8'd0;
always@(*) begin
	next_state = current_state;
	case(current_state)
		STATE_Initial: begin
			if(i_B_C) begin 
				next_state = STATE_4;
			end else if (i_B_L) begin
				next_state=STATE_1;
			end else if (i_B_R) begin
				next_state = STATE_Initial;
			end else begin
				next_state = STATE_Initial;
			end
		end
		STATE_1: begin
			if(i_B_C) begin 
				next_state = STATE_4;
			end else if (i_B_L) begin
				next_state=STATE_2;
			end else if (i_B_R) begin
				next_state = STATE_Initial;
			end else begin
				next_state = STATE_1;
			end
		end
		STATE_2: begin
			if(i_B_C) begin 
				next_state = STATE_4;
			end else if (i_B_L) begin
				next_state=STATE_3;
			end else if (i_B_R) begin
				next_state = STATE_1;
			end else begin
				next_state = STATE_2;
			end
		end
		STATE_3: begin
			if(i_B_C) begin 
				next_state = STATE_4;
			end else if (i_B_L) begin
				next_state=STATE_3;
			end else if (i_B_R) begin
				next_state = STATE_2;
			end else begin
				next_state = STATE_3;
			end
		end
		STATE_4: begin
			if(i_mins1==4'b0 && i_mins0==4'b0 && i_segs1==4'b0 && i_segs0==4'b0 ) begin  
				next_state=STATE_6;
			end else 
				next_state=STATE_4;
		end
		STATE_5:begin
			if(i_B_C) begin 
				next_state=STATE_4;
			end else begin  
				next_state=STATE_5;
			end
		end
		STATE_6:begin
			if(i_B_C) begin 
				next_state=STATE_Initial;
			end else begin  
				next_state=STATE_6;
			end
		end
	endcase
end
always@(*) begin
	case(current_state)
		STATE_Initial: begin
			reg_o_run = 1'd0;
			reg_o_choose=2'd0;
			reg_o_color=8'b11000000;
		end
		STATE_1: begin
			reg_o_run = 1'd0;
			reg_o_choose=2'd1;
			reg_o_color=8'b11000000;
		end
		STATE_2: begin
			reg_o_run = 1'd0;
			reg_o_choose=2'd2;
			reg_o_color=8'b11000000;
		end
		STATE_3: begin
			reg_o_run = 1'd0;
			reg_o_choose=2'd3;
			reg_o_color=8'b11000000;
		end
		STATE_4: begin
			reg_o_run = 1'd1;
			reg_o_choose=2'd0;
			reg_o_color=8'b00111000;
		end
		STATE_5: begin
			reg_o_run = 1'd0;
			reg_o_choose=2'd0;
			reg_o_color=8'b00000111;
		end
		STATE_6: begin
			reg_o_run = 1'd0;
			reg_o_choose=2'd0;
			reg_o_color=8'b01010101;
		end
	endcase
end 
always@(posedge clk) begin
	if (reset) begin 
		current_state <= STATE_Initial;
	end else begin 
		current_state <= next_state;
	end
end
assign o_run=reg_o_run;
assign o_choose=reg_o_choose;
assign o_color=reg_o_color;
endmodule
### design/flow/run.sh
#!/bin/bash
# OpenROAD 26Q1-2900-gdf79404cd8, Yosys 0.63+post, stock flow scripts
make -C /OpenROAD-flow-scripts/flow DESIGN_CONFIG=/design/flow/config.mk WORK_HOME=/design/flow/orfs finish
==> notes.md <==
Implementation numbers.

- The run reported a max-capacitance violation count of 0.
- The clock-pin slew of the registers on the worst-case setup and hold paths is 0.04 ns.
- The arrival time at the worst endpoint is 1.45 ns.
- For the worst flop-to-flop path, the logic depth is 3.
- The floorplan step records an initial core utilization of 13.41%.
- The number of hold buffers added after cts is 0.
- The violation tally from detailed-route iteration zero is 24.
- The post-route utilization of the core is recorded as 23.74%.
- Averaged over all synthesized cells, the footprint is 8.807 um2.
- The wire length per cell is 10.73 um.
- The post-synthesis mux area share is 0%.
- The switching fraction of total power is 24.52%.
- TritonCTS built the clock tree.
- The power per cell area is 321.4 nW/um2.
- The post-synthesis share of cell area spent on xor and xnor gates is 1.913%.
- After synthesis the netlist holds a flip-flop and latch count of 12.
- The number of levels the H-tree was split into is 1.
- The number of cells in Yosys stat is 52.
- The insertion delay at the late pin of the worst-skew pair is 0.23 ns.
- The synthesized instance count is 52.
- The maximum number of pins on one net before global-route repair is 13.
- The final period utilization is 67.22%.
- The dominant combinational cell family by area after synthesis is simple AND/OR/NAND/NOR gates.
- The all-layer global routing usage is 4.163%.
- The vertical die dimension is 80 um.
- The count of endpoints failing setup in the final report is 0.
- The count of unclocked register or latch pins is 9.
- The worst min-delay path category is reg -> reg.
- The final estimated routing congestion in global placement is 0.7857.
- The die outline width is 80 um.
- The total half-perimeter wirelength after legalization and detailed placement is 1.193 mm.
- Summed over all failing endpoints, the final setup total negative slack is 0 ns.
- 34 I/O pins were placed.
- For reference, simple AND, OR, NAND and NOR cells occupy 31.15% of the area reported after synthesis.
- Sequential cells burn 29.2% of the power.
- The number of design rule violations left after detail routing is 0.
- Setup repair after global routing left no endpoint under its margin.
- The report lists the number of standard-cell rows as 21.
- Wires add up to 1.374 mm.
- The routed design could run at a clock period as short as 1.277 ns.
- In the routed layout, each cell is associated on average with a via count of 3.664.
- Counting instances, the worst hold path has a depth of 2.
- The required time at the worst-slack endpoint is 2.07 ns.
- The critical path maximum fanout is 5.
- The count of final hold-check violations is 0.
- Based on the critical path, the design can be clocked at up to 0.7829 GHz.
- For this run the aggregate overflow at the end of global routing stands at 0.
- The area of the die is 6400 um2.
- The adder and majority cell fraction of the synthesized area is 0%.
- The static leakage is 0.3032 nW.
- The largest voltage drop on the vdd net is 0.05760 mV.
- The area of the placeable core is 3416 um2.
- On the final layout, the worst clock skew is 0.002527 ns.
- The transition time at the pin with the least slew margin is 0.3820 ns.
- The flow reports that combinational logic draws 26.9% of the design power.
- The flow ran to the end, and the final reports show no timing, DRC or antenna violations.
- Once placement finished, the instance area stood at 784.5 um2.
- Port buffering added 31 buffers.
- The layout stage reports a final design area of 810.8 um2.
- In the final layout, the share of cells above drive strength 1 is 7.317%.
- The count of endpoints without a timing constraint is 20.
- The first detailed-routing pass took 4 iterations.
- The number of placed instances, taps included, is 124.
- The final count of pins violating max slew is 0.
- The tool warning count is 27.
- The synthesized netlist occupies a cell area of 457.9 um2.
- In this run the deepest clock path goes through 2 buffers.
- CTS placed an instance of sky130_fd_sc_hd__clkbuf_4 at the clock tree root.
- The post-CTS repair timing setup buffer count is 0.
- For this run, the chip area from Yosys synthesis comes to 457.9 um2.
- Once detail routing completed, the nets flagged for antenna violations numbered 0.
- The first global-routing pass estimated 2.201 mm of wire.
- The number of instances resized during post-cts repair is 0.
- The area fraction in compound gates after synthesis is 14.48%.
- The endpoint type of the worst setup path is a flop.
- The via count of the first global-routing pass is 472.
- Across all layers, the routed design uses 469 vias.
- The part of the total power dissipated in the clock network is 43.8%.
- The repair_antennas step left the layout with diodes totalling 0.
- The gate-level netlist out of Yosys references 28 unique cell types.
- The total number of yosys warnings is 1.
- The relative max-transition margin is 74.50%.
- The kind of critical path is in -> reg.
- Internal power comes to 0.1967 mW.
- The number of antenna violations at the first check in global routing is 0.
- The layout overhead on the synthesized area is 77.05%.
- The net switching power in the latest report is 0.06390 mW.
- STA classifies the critical path startpoint as an input pin.
- Leaving out filler cells and counting taps, the final layout contains 128.
- Buffers inserted during clock tree synthesis total 3.
## power groups by stage
stage | sequential (mW) | clock [mW] | combinational [mW]
after global routing | 0.0776 | 0.122 | 0.0764
final | 0.0762 | 0.114 | 0.0702
after CTS | 0.0763 | 0.120 | 0.0705
## worst max-delay path, cell delays in order
cell and delay [ns]:
sky130_fd_sc_hd__clkdlybuf4s50_1 0.47, sky130_fd_sc_hd__or2_0 0.23, sky130_fd_sc_hd__a211o_1 0.27, sky130_fd_sc_hd__a21oi_2 0.11
## state kept, by name, indices dropped and copies added (netlist names)
signal,flops
current_state,3
reg_o_run,1
reg_o_color,6
reg_o_choose,2
## synth_stat cells
| cell type | count | share of area (%) |
|---|---|---|
| sky130_fd_sc_hd__nor2b_4 | 1 | 3.0 |
| sky130_fd_sc_hd__and2_1 | 1 | 1.4 |
| sky130_fd_sc_hd__xor2_1 | 1 | 1.9 |
| sky130_fd_sc_hd__a311oi_1 | 1 | 1.9 |
| sky130_fd_sc_hd__dlxtn_1 | 9 | 30 |
| sky130_fd_sc_hd__or2_0 | 1 | 1.4 |
| sky130_fd_sc_hd__nor2b_1 | 1 | 1.4 |
| sky130_fd_sc_hd__a21o_1 | 1 | 1.6 |
| sky130_fd_sc_hd__dfxtp_1 | 3 | 13 |
| sky130_fd_sc_hd__and3_1 | 1 | 1.4 |
| sky130_fd_sc_hd__a21oi_1 | 2 | 2.2 |
| sky130_fd_sc_hd__nand2b_1 | 2 | 2.7 |
| sky130_fd_sc_hd__nor4_1 | 3 | 4.1 |
| sky130_fd_sc_hd__a211o_1 | 1 | 1.9 |
| sky130_fd_sc_hd__nand3_1 | 2 | 2.2 |
| sky130_fd_sc_hd__nor4_2 | 1 | 2.7 |
| sky130_fd_sc_hd__o2bb2ai_1 | 1 | 1.9 |
| sky130_fd_sc_hd__a21oi_2 | 1 | 1.9 |
| sky130_fd_sc_hd__nor2_1 | 6 | 4.9 |
| sky130_fd_sc_hd__nor3_1 | 1 | 1.1 |
| sky130_fd_sc_hd__buf_6 | 1 | 2.5 |
| sky130_fd_sc_hd__buf_4 | 4 | 6.6 |
| sky130_fd_sc_hd__inv_1 | 1 | 0.82 |
| sky130_fd_sc_hd__o21bai_1 | 1 | 1.6 |
| sky130_fd_sc_hd__nand3b_1 | 1 | 1.6 |
| sky130_fd_sc_hd__a31oi_1 | 1 | 1.4 |
| sky130_fd_sc_hd__nor3b_1 | 1 | 1.6 |
| sky130_fd_sc_hd__nand2_1 | 2 | 1.6 |
## path summary, 6_finish.rpt
check	to	startpoint	slack (ns)
setup / recovery	current_state[0]$_SDFFE_PP0P_	i_B_L	0.62
hold / removal	current_state[2]$_SDFFE_PP0P_	current_state[2]$_SDFFE_PP0P_	0.64
hold reg to reg	current_state[2]$_SDFFE_PP0P_	current_state[2]$_SDFFE_PP0P_	0.64
setup reg to reg	current_state[0]$_SDFFE_PP0P_	current_state[0]$_SDFFE_PP0P_	0.68
## layout by cell type (no fill, tap or decap)
master	n
sky130_fd_sc_hd__dlxtn_1	9
sky130_fd_sc_hd__nand3b_1	1
sky130_fd_sc_hd__a31oi_1	1
sky130_fd_sc_hd__nor3b_1	1
sky130_fd_sc_hd__nand2_1	2
sky130_fd_sc_hd__clkbuf_1	1
sky130_fd_sc_hd__and3_1	1
sky130_fd_sc_hd__or2_0	1
sky130_fd_sc_hd__a21oi_1	2
sky130_fd_sc_hd__inv_1	1
sky130_fd_sc_hd__a21o_1	1
sky130_fd_sc_hd__a211o_1	1
sky130_fd_sc_hd__and2_1	1
sky130_fd_sc_hd__nor2b_4	1
sky130_fd_sc_hd__o2bb2ai_1	1
sky130_fd_sc_hd__nor2b_1	1
sky130_fd_sc_hd__nor3_1	1
sky130_fd_sc_hd__nand2b_1	2
sky130_fd_sc_hd__nor2_1	6
sky130_fd_sc_hd__xor2_1	1
sky130_fd_sc_hd__clkbuf_4	3
sky130_fd_sc_hd__dfxtp_1	3
sky130_fd_sc_hd__a21oi_2	1
sky130_fd_sc_hd__a311oi_1	1
sky130_fd_sc_hd__nor4_2	1
sky130_fd_sc_hd__nor4_1	3
sky130_fd_sc_hd__o21bai_1	1
sky130_fd_sc_hd__clkdlybuf4s50_1	31
sky130_fd_sc_hd__nand3_1	2
## layout make-up
class                   count  area, um2
clock buffers               4      26.28
fillers                   381       2605
inverters                   1      3.754
multi-input cells          34      217.7
flip-flops and latches     12      195.2
well taps                  46      57.56
repair buffers             31      310.3
## per-layer routing
metal,up-vias,wire length [um],track usage (%)
met3,2,253,2.841
met2,27,645,6.100
met1,202,464,4.845
met5,-,0,0
met4,0,10,1.056
li1,238,-,-
## metrics by stage
step | hold WS (ns) | setup slack [ns] | total power, mW
6_report | 0.6441 | 0.6228 | 0.2606
5_1_grt | 0.7291 | 0.5235 | 0.2765
4_1_cts | 0.6474 | 0.6259 | 0.2668
3_5_place_dp | 0.6416 | 0.3782 | 0.1475
3_3_place_gp | 0.6203 | 0.3973 | 0.1455
2_1_floorplan | 0.4424 | 0.8994 | 0.1009
## cell families (layout without fill, tap and decap cells)
family,Yosys count,count (layout)
xor gates and xnor gates,1,1
AOI/OAI and AO/OA,9,9
buffers and inverters,6,36
latches,9,9
and+or+nand+nor,24,24
DFF,3,3
Power is estimated from default activity; no workload was simulated.
